==> flow/run.sh <==
#!/bin/bash
# OpenROAD 26Q1-2900-gdf79404cd8, Yosys 0.63+post, stock flow scripts
make -C /OpenROAD-flow-scripts/flow DESIGN_CONFIG=/design/flow/config.mk WORK_HOME=/design/flow/orfs finish
==> flow/config.mk <==
export PLATFORM = sky130hd
export DESIGN_NAME = program_counter
export DESIGN_NICKNAME = program_counter
export VERILOG_FILES = /design/flow/design.v
export SDC_FILE = /design/flow/constraint.sdc
export NUM_CORES = 4
export LEC_CHECK = 1
export CORE_AREA = 10 10 85 85
export DIE_AREA = 0 0 95 95
export SYNTH_HDL_FRONTEND = slang
==> flow/constraint.sdc <==
current_design program_counter

set clk_period 1.0
set clk_io_pct 0.2

create_clock -name clk0 -period $clk_period [get_ports {clk}]

set non_clock_inputs [all_inputs -no_clocks]
set_input_delay [expr $clk_period * $clk_io_pct] -clock clk0 $non_clock_inputs
set_output_delay [expr $clk_period * $clk_io_pct] -clock clk0 [all_outputs]
==> flow/design.v <==
module program_counter #(parameter DATA_WIDTH = 32) (
    input clk,                  
    input rst,                  
    input [DATA_WIDTH-1:0] pc_next,      
    output reg [DATA_WIDTH-1:0] pc       
);
    always @(posedge clk or posedge rst) begin
        if (rst)
            pc <= 0;            
        else
            pc <= pc_next;      
    end
endmodule
==> flow_summary.toml <==
# implementation run metrics
[status]
status = "complete, no violations"

[route]
drt_iter0_markers = 14
route.layer.met1.wl_um = 825
ant_nets = 0
drt-vias-per-instance = 3.100
route.met2.wl_um = 1213
drc_errors = 0
drtPass1Iterations = 3
vias = 558
avgRoutedWirePerCell_um = 14.16
routed.top_layer = "met4"
wl_met3_um = 495
postRouteWirelength_um = 2549

[finish]
mi_logic_area_sq_um = 0
num-multi-input-gates = 0
fin_util = 0.2727
reg_top3 = "pc: 32 flops"
seq_area_sq_um = 800.8
area_growth_pct = 85.54
largest_reg_flops = 32
drive_gt1_frac = 0.3738
largest_register = "pc"
fillCellCount = 587

[grt]
grt_usage = 0.05485
grt_pass1_wl_um = 3732
grt_overflow_total = 0
grt_max_degree = 25
grt_pass1_vias = 642
antenna_found_initial = 1

[synthesis]
synth_flops = 32
yosysWarnings = 0
synth_cells = 33
yosys_cells = 33
ys_seq_share = 0.9953
ys_types = 2
largest_area_cell = "dfrtp_1"
netlist_area_sq_um = 804.5
synth.avg_cell_area_sq_um = 24.38
ys_chip_area_sq_um = 804.5
top_area_frac = 0.9953
synthTopCellsByArea = "dfrtp_1, inv_1"

[clock_tree]
cts_max_level = 2
clock-sinks = 32
postCtsSetupRepairBufs = 0
clockBufferDepth = 2
clockRootBuffer = "clkbuf_8"
cts_tree = "built"
cts_inserted_buffers = 5
clk_pin_slew_worst_paths_ps = 70

[critical_path]
slowest_delay_ps = 370
path_class = "flip-flop to output pin"
critPathCaptureType = "output pin"
crit_required_ps = 800
crit_family = "flip-flops"
cp_slowest_cell = "dfrtp_1"
worst-path-max-fanout = 1
critical_path.cell_chain = "buf_2"
start_kind = "flip-flop"
cp.arrival_ps = 760
crit_buf_inv = 1

[final_timing]
hold_viol_final = 0
rsz0062_at_grt = "no"
clock.fmax_mhz = 1046
finalSetupViolCount = 0
maxSlewViolCount = 0
fin_setup_tns_ps = 0
min_period_over_period = 0.9557
slew_headroom = 0.9072
post-route-min-period_ps = 955.7
worst_slew_pin_slew_ps = 139.2

[floorplan]
rows = 27
placeableCoreArea_sq_um = 5473
io_pins = 66
die-area_sq_um = 9025
fp_util = 0.1470
die_h_um = 95
die_x_um = 95

[power]
powerDensity_nw_per_um2 = 1675
ir_drop_mv = 0.3852
p_leak_nw = 0.6885

[place]
detailed_place_hpwl_um = 2069
port_buffers = 65
gp_congestion = 0.6676

[worst_hold_path]
hold_path_class = "primary input to asynchronous set/reset pin"

[job]
warnings = 25
maxCapViolCount = 0
[layout make-up]
| type | instances | area share |
|---|---|---|
| sequential | 32 | 0.5365 |
| timing repair buffer | 67 | 0.3470 |
| tap | 72 | 0.06035 |
| clock buffer | 6 | 0.04862 |
| clock inverter | 1 | 0.003353 |
| inverter | 1 | 0.002515 |
| antenna | 1 | 0.001676 |
[logic make-up (layout without fill, tap and decap cells)]
| group | count (synthesis) | in the layout | synth area share |
|---|---|---|---|
| flops | 32 | 32 | 0.9953 |
| other cells | 0 | 1 | 0 |
| buf+inv | 1 | 75 | 0.004661 |
[repair_timing]
action	4_1_cts	5_1_grt
resized	96	0
endpoints found under the setup margin	32	0
hold buffers	0	0
[metrics by stage]
step / hold slack, ps / setup slack, ps / cells / area (sq um) / total power, mW
after floorplan: 231.4 / 109.2 / 33 / 804.5 / 1.401
after global placement: 581.1 / 22.76 / 172 / 1573 / 1.686
after detailed placement: 590.4 / 3.206 / 172 / 1573 / 1.692
after CTS: 286.1 / 22.46 / 179 / 1490 / 2.566
after global routing: 313.1 / 0.1707 / 179 / 1490 / 2.655
final: 281.8 / 44.26 / 180 / 1493 / 2.501
[power by group]
part / switching [mW] / total [mW] / leakage [nW] / internal (mW)
combinational: 0.0552 / 0.218 / 0.275 / 0.163
clock: 0.437 / 0.910 / 0.0410 / 0.472
sequential: 0.0138 / 1.37 / 0.373 / 1.36
[worst min-delay path, stage by stage]
cell and delay (ps):
clkdlybuf4s50_1 400, inv_1 110, buf_4 190
[cells in the mapped netlist]
library cell  count
dfrtp_1          32
inv_1             1
[cell usage in the layout, fill, tap and decap left out]
cell type and count:
clkdlybuf4s50_1 33, buf_2 32, dfrtp_1 32, clkbuf_8 5, diode_2 1, inv_1 1, clkinv_2 1, clkbuf_1 1
buf_12 1, buf_4 1
[layer usage]
| layer | up-vias | track usage |
|---|---|---|
| li1 | 245 | - |
| met1 | 269 | 0.05751 |
| met2 | 42 | 0.08124 |
| met3 | 2 | 0.04968 |
| met4 | 0 | 0.01122 |
| met5 | - | 0 |
[path summary, 6_finish.rpt]
path                             start     end  cells after the start
max                              pc[9]   pc[9]                      1
min                                rst  pc[24]                      3
max in group asynchronous          rst   pc[6]                      3
min in group clk0          pc_next[24]  pc[24]                      1
Power is estimated from default activity; no workload was simulated.
